--- design/flow/config.mk ---
export PLATFORM = sky130hd
export DESIGN_NAME = cnt_testing
export DESIGN_NICKNAME = cnt_testing
export VERILOG_FILES = /design/flow/design.v
export SDC_FILE = /design/flow/constraint.sdc
export NUM_CORES = 4
export LEC_CHECK = 1
export CORE_UTILIZATION = 40
--- design/flow/constraint.sdc ---
current_design cnt_testing

set clk_period 7.4
set clk_io_pct 0.2

create_clock -name clk0 -period $clk_period [get_ports {clk}]

set non_clock_inputs [all_inputs -no_clocks]
set_input_delay [expr $clk_period * $clk_io_pct] -clock clk0 $non_clock_inputs
set_output_delay [expr $clk_period * $clk_io_pct] -clock clk0 [all_outputs]
--- design/flow/design.v ---
`timescale 1ns / 1ps
module cnt_testing#(
parameter H_ADDR_WIDTH=4,
parameter X_ADDR_WIDTH=6,
parameter H_MEMO_DEPTH=1<<H_ADDR_WIDTH,
parameter X_MEMO_DEPTH=1<<X_ADDR_WIDTH,
parameter FILTER_LENGTH=1<<H_ADDR_WIDTH,
parameter FILTER_ORDER=FILTER_LENGTH-1,
parameter FPOPMODE_DELAY=4,
parameter COEFF_DELAY=H_MEMO_DEPTH
)(
input clk,rst_n,
output reg R_en,
output reg [H_ADDR_WIDTH-1:0] h_addr,
output reg [X_ADDR_WIDTH-1:0] x_addr,
output filter_delay,dsp58_delay,
output reg[31:0] N
    );
    reg state=0;  
    wire [5:0]starting_delay;
    initial begin 
    N=1;
    R_en=1;
    h_addr<=0;
    x_addr<=H_MEMO_DEPTH-1;
    end
    always @(posedge clk)begin
     N=(filter_delay)?(N+1):(N);
    end
    delay_testing #(
    .delay1(FPOPMODE_DELAY),
    .filter_length(FILTER_LENGTH)
    )delay(
    .clk(clk),
    .dsp58_delay(dsp58_delay),
    .filter_delay(filter_delay),
    .starting_delay(starting_delay)
    );
 always @(posedge clk) begin 
        if(rst_n)begin 
             state<=0;
             h_addr<=0;
             x_addr<=H_MEMO_DEPTH-1;
                end  
           else if(starting_delay >= 1)begin 
          if(N<=((X_MEMO_DEPTH-H_MEMO_DEPTH)+2)) begin
                    if(filter_delay)begin
                    h_addr<=0;
                    x_addr<=(H_MEMO_DEPTH + N)-2;
                    end 
                    else begin 
                            h_addr<=h_addr+1;
                            x_addr<=(x_addr-1);
                            end 
                    end
           end
    end
endmodule
`timescale 1ns / 1ps
module delay_testing#(
parameter delay1=4, filter_length=16
)(
input clk,
output dsp58_delay,filter_delay,
output reg[5:0] starting_delay
    );
    integer count,temp;
    wire temp1;
    initial begin 
    count<=1;
    starting_delay<=0;
    temp<=5;
    end
    assign dsp58_delay=(temp==delay1)?(1'b1):(1'b0);
    assign temp1=(count !=0)?((count % (filter_length))?(1'b0):(1'b1)):(0);
    assign filter_delay=(temp==1)?(1'b1):(1'b0);
    always @(posedge clk) begin 
    if(temp1)begin 
    temp<=0;
    end
    else 
    temp<=temp+1;
    end
    always @(posedge clk)begin
   if(temp1)begin
   count<=0;
   end
   if((starting_delay>=1)&& ~temp1) begin
    count<=count+1;
    end
    if(starting_delay <7)
    starting_delay<=starting_delay + 1;
    end
endmodule
--- design/flow/run.sh ---
#!/bin/bash
# OpenROAD 26Q1-2900-gdf79404cd8, Yosys 0.63+post, stock flow scripts
make -C /OpenROAD-flow-scripts/flow DESIGN_CONFIG=/design/flow/config.mk WORK_HOME=/design/flow/orfs finish
==> metrics.cfg <==
[outcome]
status = finished clean

[placed_design]
place.detailed.hpwl_um = 7700
finalWeightedCongestion = 0.820
dpl_cell_area_mm2 = 0.00662
dp_cells = 801
pre_cts_ws_ns = 3.64
portBuffers = 45

[finish]
utilization = 0.472
area_growth_pct = 14.5
final_area_mm2 = 0.00691
fin_cells = 817
drive_gt1_frac = 0.0600
n_fill_cell = 1290

[floorplanning]
row_count = 44
die_h_um = 125
core_area_mm2 = 0.0146
die_area_mm2 = 0.0156
fp_util = 0.412
num_io_pins = 47
dieWidth_um = 125

[critical_path]
critPathKind = register to primary output
cp_slowest_stage_delay_ns = 0.57
r2r-start = delay.count[22]$_SDFFCE_PN0P_
crit_chain = nor3_1 -> nand4_1 -> nor4_4 -> buf_4 -> clkdlybuf4s50_1
worstRegToRegCells = 6
cp_data_arrival_time_ns = 2.59
worstSetupStartpointType = register
crit_path_max_fanout = 40
end_kind = primary output
worstReg2RegEnd = delay.count[21]$_SDFFCE_PN0P_
slowest_stage = clkdlybuf4s50_1
reg2reg_slack_ns = 4.70
worst_ep_required_time_ns = 5.92

[cts]
clkTransAtPathRegs_ns = 0.08
clk_latency_ns = 0.35
cts_buffers = 9
cts_root_buf = clkbuf_16
cts_resized = 0
ctsHoldBuffers = 0
cts_setup_buffers = 0
clock_path_buffers = 2
cts_tree = built
htree_num_levels = 3
cts.sinks = 112

[final_timing]
slew_violations = 0
finalClockPeriodUsage = 0.550
fin_tns_setup_ns = 0
rsz0062_at_grt = no
finalHoldViolCount = 0
layout_setup_ws_ns = 3.33
maxSlewHeadroom = 0.551
fmax_mhz = 246
min_period_ns = 4.07
setup_viol = 0
final.setup_skew_ns = 0.0129
worst_pin_slew_ns = 0.668

[routing]
wl_per_cell_um = 13.7
via_per_inst = 5.26
dr.first_iter.drc_count = 240
wl_um = 11200
via_count = 4298
num_antenna_cells = 0
ant_nets = 0
dr.pass1.iters = 20
drc = 0

[power_and_ir_drop]
clkPwrFrac = 0.422
p_int_uw = 924
cellLeakagePower_nw = 2.52
switching_share = 0.199
seqPwrFrac = 0.570
switching_power_uw = 229
p_comb_frac = 0.008
vdd_ir_drop_max_mv = 0.0984
p_per_area_mw_per_mm2 = 167

[global_routing]
grt_max_degree = 41
grt_pass1_wl_um = 19300
grt_antenna_before_repair = 0
grt.overflow.total = 0
track_usage = 0.154
grt_pass1_vias = 3981

[job]
warnings = 32
max_cap_violations = 0

[synth]
flop_cell = edfxtp_1
avgSynthCellArea_um2 = 10.2
synth_top_cell_by_area = edfxtp_1
synth_area_mm2 = 0.00603
yosys_cells = 592
ys_top_cells_by_count = 86 x nor2_1, 70 x edfxtp_1, 51 x xnor2_1, 45 x xor2_1, 42 x dfxtp_1
synthTopCellsByArea = edfxtp_1 35%, dfxtp_1 14%, xnor2_1 7.4%
yosysWarnings = 2
synth.distinct_cells = 50
yosysTopAreaCellShare = 0.348
synth-seq-cells = 112
synth_chip_area_mm2 = 0.00603
async_reset_ff_frac = 0
edf_count = 70
syn_inst = 592
yosys.stat.seqShare = 0.488
top_cell = nor2_1

[worst_hold_path]
holdPathStages = 2
hp-class = register to register
min_from = h_addr[3]$_SDFFE_PP0P_
hold_end = h_addr[3]$_SDFFE_PP0P_

## final cells by class
type	instances	area [um2]	area share
Sequential cell	112	2940	0.426
Multi-Input combinational cell	433	2880	0.416
Timing Repair Buffer	49	480	0.0695
Tap cell	184	230	0.0333
Clock buffer	9	225	0.0326
Inverter	23	86.3	0.0125
Clock inverter	7	70.1	0.0101
## worst max-delay path: cells and delay by family (launching register included)
family / cells / cell delay [ns]
buffers and inverters: 2 / 1.07
DFF: 1 / 0.36
and+or+nand+nor: 3 / 0.81
## power groups by stage
stage	Combinational [mW]	Clock [mW]	Sequential (mW)
after CTS	0.00930	0.506	0.658
after global routing	0.00998	0.531	0.658
final	0.00909	0.486	0.658
## state kept, by name (all words and copies together), names as in the netlist
register / flops
delay.temp: 32
h_addr: 4
delay.starting_delay: 6
delay.count: 32
N: 32
x_addr: 6
## how the worst max path moves through the flow
stage	cells after the start	start	end
4_1_cts	5	delay.temp[5]$_SDFF_PP0_	filter_delay
6_report	5	delay.temp[5]$_SDFF_PP0_	filter_delay
5_1_grt	5	delay.temp[5]$_SDFF_PP0_	filter_delay
## metal layers
metal / routed length [um] / GRT usage / part of all wire
met4: 212 / 0.0265 / 0.019
met2: 4820 / 0.219 / 0.43
met5: 0 / 0 / 0
met3: 394 / 0.0232 / 0.035
met1: 5790 / 0.264 / 0.52
## cells by family after synthesis
| kind of cell | Yosys count | share of synthesized area |
|---|---|---|
| and+or+nand+nor | 292 | 0.269 |
| muxes | 3 | 0.00580 |
| DFF | 112 | 0.488 |
| adders and majority gates | 14 | 0.0290 |
| other | 1 | 0.000621 |
| xor gates and xnor gates | 96 | 0.139 |
| buffers and inverters | 47 | 0.0357 |
| AOI/OAI and AO/OA | 27 | 0.0328 |
## per-stage QoR
| step | power [mW] | hold WS, ns |
|---|---|---|
| after detailed placement | 0.681 | 0.478 |
| after floorplan | 0.677 | 0.448 |
| after global routing | 1.20 | 0.518 |
| final | 1.15 | 0.490 |
| after global placement | 0.681 | 0.474 |
| after CTS | 1.17 | 0.491 |
## cell usage in the layout (no fill, tap or decap), types with 3 or more instances in the layout
| cell | Yosys | routed |
|---|---|---|
| a21oi_1 | 9 | 9 |
| and3_1 | 13 | 13 |
| and4_1 | 12 | 12 |
| buf_4 | 1 | 4 |
| clkbuf_16 | 0 | 9 |
| clkdlybuf4s50_1 | 0 | 45 |
| dfxtp_1 | 42 | 42 |
| edfxtp_1 | 70 | 70 |
| ha_1 | 14 | 14 |
| inv_1 | 23 | 23 |
| nand2_1 | 41 | 41 |
| nand2b_1 | 4 | 4 |
| nand3_1 | 37 | 37 |
| nand4_1 | 29 | 29 |
| nor2_1 | 86 | 86 |
| nor2b_1 | 3 | 3 |
| nor3_1 | 16 | 16 |
| nor4_1 | 20 | 20 |
| nor4_2 | 9 | 9 |
| nor4_4 | 4 | 4 |
| o21ai_0 | 5 | 5 |
| o32ai_1 | 3 | 3 |
| or3_1 | 7 | 7 |
| xnor2_1 | 51 | 51 |
| xor2_1 | 45 | 45 |
Power is estimated from default activity; no workload was simulated.
