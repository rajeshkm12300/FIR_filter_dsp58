==> ./design.v <==
`timescale 1ns / 1ps
module control_logic #(parameter FILTER_ORDER = 4, MEMORY_DEPTH = 4, ADDRESS_WIDTH = 2, TOTAL_DELAY = 8, FPOPMODE_DELAY = 4)
	(clk_i,ce_i,rst_i,en_x_o,en_h_o,we_x_o,addr_x_o,addr_h_o,fpopmode_bit_o,dv_o);
localparam IDLE = 1'b0;
localparam COUNT = 1'b1;
localparam ENABLE_COUNTER_WIDTH = $clog2(MEMORY_DEPTH/2);
input clk_i,ce_i,rst_i;
output en_x_o,en_h_o;
output we_x_o;
output [ADDRESS_WIDTH-1:0] addr_x_o,addr_h_o;
output fpopmode_bit_o;
output dv_o;
reg [ADDRESS_WIDTH-1:0] addr_x = (MEMORY_DEPTH/2);
reg [ADDRESS_WIDTH-1:0] addr_h = 0;
reg [FPOPMODE_DELAY-1:0] fpopmode_bit = 0;
reg [TOTAL_DELAY-1:0] dv = 0;
reg state = IDLE;
reg enable = 1'b0;
reg ce = 1'b0;
always @ (posedge clk_i) begin
	if(rst_i) begin
		state <= IDLE;
		addr_h <= 0;
		addr_x <= (MEMORY_DEPTH/2);
		enable <= 1'b0;
	end else begin
		case(state)
			IDLE: begin
							if(ce_i) begin 
								state <= COUNT;
								enable <= 1'b1;
							end else begin
								state <= IDLE;
								enable <= 1'b0;
							end
							addr_h <= 0;
						end
			COUNT: 	begin
								if(addr_h==(MEMORY_DEPTH/2)-2) begin
									state <= IDLE;
								end else begin
									state <= COUNT;
								end
								if(addr_x==MEMORY_DEPTH-1) begin
										addr_x <= (MEMORY_DEPTH/2);
								end else begin
										addr_x <= addr_x + 1'b1;
									end
								addr_h <= addr_h + 1'b1;
							end
		endcase
	end
end
always @(posedge clk_i) begin  
	if(rst_i) begin
		ce <= 1'b0;
	end else begin
		ce <= ce_i;
	end
end
assign addr_x_o = addr_x;
assign addr_h_o = addr_h;
assign we_x_o = ce;
assign en_x_o = enable;
assign en_h_o = enable;
always @(posedge clk_i) begin 
	if(rst_i) begin
		fpopmode_bit <= 0;
	end else begin
		fpopmode_bit <= {fpopmode_bit[FPOPMODE_DELAY-2:0],~ce_i};
	end
end
assign fpopmode_bit_o = fpopmode_bit[FPOPMODE_DELAY-1];
always @(posedge clk_i) begin 
		dv <= {dv[TOTAL_DELAY-1:0],ce_i};
end
assign dv_o = dv[TOTAL_DELAY-1];
endmodule
==> ./run.sh <==
#!/bin/bash
# OpenROAD 26Q1-2900-gdf79404cd8, Yosys 0.63+post, stock flow scripts
make -C /OpenROAD-flow-scripts/flow DESIGN_CONFIG=/design/flow/config.mk WORK_HOME=/design/flow/orfs finish
==> ./config.mk <==
export PLATFORM = sky130hd
export DESIGN_NAME = control_logic
export DESIGN_NICKNAME = control_logic
export VERILOG_FILES = /design/flow/design.v
export SDC_FILE = /design/flow/constraint.sdc
export NUM_CORES = 4
export LEC_CHECK = 1
export CORE_AREA = 10 10 70 70
export DIE_AREA = 0 0 80 80
==> ./constraint.sdc <==
current_design control_logic

set clk_period 1.1
set clk_io_pct 0.2

create_clock -name clk0 -period $clk_period [get_ports {clk_i}]

set non_clock_inputs [all_inputs -no_clocks]
set_input_delay [expr $clk_period * $clk_io_pct] -clock clk0 $non_clock_inputs
set_output_delay [expr $clk_period * $clk_io_pct] -clock clk0 [all_outputs]
==> flow_summary_export.csv <==
group,metric,value,unit
routing,wire_per_inst,8.029,µm
clock_tree,clk_path_buf_depth,2,
global_routing,grt_first_pass_wirelength,1455,µm
final_timing,rsz0062_at_grt,"false",
worst_setup_path,timing.reg2reg.setup_slack,0.11,ns
power,powerDensity,1563,mW/mm²
final_timing,final-setup-viol-count,0,
min_path,hold_path_startpoint,"dv[3]",
floorplanning,chipArea,0.006400,mm²
global_routing,grt_pass1_vias,326,
yosys,ys_cells,39,
worst_setup_path,critPathBufInv,1,
routing,wl_met1,376,µm
run,drv_cap,0,
final_timing,tightest_slew,0.2813,ns
clock_tree,cts_made_buffers,3,
run_status,status,"completed",
final_timing,min_period,1.034,ns
worst_setup_path,crit_chain,"dlygate4sd2_1",
layout,final_area,735.7,µm²
layout,regArea,389.1,µm²
clock_tree,cts.reportedPaths.clkPinSlew,0.09,ns
worst_setup_path,rr_endpoint,"addr_h[1]",
min_path,min_path_type,"flop to flop",
yosys,yosys_warnings,1,
worst_setup_path,cp_data_required_time,0.88,ns
final_timing,fin_ws,0.06624,ns
power,ir_drop,0.4916,mV
worst_setup_path,path_delay_family,"flip-flops",
yosys,synth_flops,19,
worst_setup_path,critPathArrivalTime,0.81,ns
final_timing,clock_skew,0.003523,ns
floorplanning,core_util_floorplan,0.1538,
clock_tree,cts_tree,"done",
power,p_leak,0.2939,nW
worst_setup_path,slowest_delay,0.31,ns
layout,drive_above_1_share,0.3214,
yosys,synth_cells,39,
worst_setup_path,crit_path_end_kind,"output pin",
layout,fill_cells,391,
routing,drt_wl_total,819,µm
worst_setup_path,slowest_stage,"dfxtp_1",
final_timing,final-max-slew-violation-count,0,
floorplanning,die_w,80,µm
layout,area_growth,40.00,%
final_timing,fmax,967.3,MHz
routing,drtAntennaViolNets,0,
worst_setup_path,cp_max_fo,1,
yosys,synth_seq_share,0.7238,
clock_tree,cts_num_sinks,19,
final_timing,hold_violations,0,
global_routing,antenna_found_initial,0,
final_timing,fin_hold_ws,0.3306,ns
yosys,ys_types,14,
min_path,min_to,"dv[4]",
layout,mi_logic_area,113.9,µm²
routing,vias,305,
floorplanning,ioPinCount,12,
placed_design,place_area,699.4,µm²
final_timing,max_slew_margin,0.8122,
placed_design,port_buffers,11,
worst_setup_path,r2r_start,"addr_h[0]",
routing,wl_met2,337,µm
floorplanning,core.rowCount,21,
placed_design,dp_hpwl,617.5,µm
clock_tree,htreeDepth,1,
clock_tree,hold_buffers,0,
worst_setup_path,start_kind,"flop",
yosys,syn_area,525.5,µm²
placed_design,place_congestion,0.6604,
routing,diodes,0,
final_timing,setup_tns,0,ns
routing,dr.pass1.iters,4,
routing,remaining_drc_errors,0,
yosys,ys_chip_area,525.5,µm²
routing,highest_layer,"met4",
floorplanning,core,0.003416,mm²
power,p_total,1.150,mW
run,warnings,25,
placed_design,dp_slack,-0.01661,ns
worst_setup_path,critPathKind,"flop to output pin",
clock_tree,worst_skew_pair.late_latency,0.28,ns
routing,drt_iter0_drc,6,
global_routing,grt_max_degree,11,
routing,viasPerCell,2.990,
worst_setup_path,ff2ff_path_depth,4,
floorplanning,die_h,80,µm
min_path,hold_depth,0,
routing,met3WireLength,86,µm
global_routing,grt_overflow,0,
yosys,avgSynthCellArea,13.47,µm²
global_routing,grtUsageTotal,0.02907,
final_timing,fin_crit_sh,0.9398,
clock_tree,cts-root-buf,"clkbuf_4",
flip-flops by register name, summed over array words and instances (netlist names):
register and flops:
state 1, addr_h 2, ce 1, enable 1, dv 8, fpopmode_bit 4
addr_x 2
cell usage in the layout (no fill, tap or decap):
master	Yosys	layout
dfxtp_2	0	7
nor3b_2	1	1
inv_1	2	2
clkdlybuf4s50_1	0	2
a211oi_2	1	1
buf_4	1	5
a211o_1	1	1
nor2b_1	4	4
and3b_1	1	1
clkbuf_1	0	1
xnor2_1	1	1
dlygate4sd2_1	0	1
ha_1	1	1
mux2i_1	1	1
dfxtp_1	19	12
clkbuf_2	0	1
clkbuf_4	0	3
nor2_1	4	4
clkdlybuf4s15_1	0	7
per-stage QoR:
step	instances	util
3_3_place_gp	97	0.2048
5_1_grt	102	0.2154
2_1_floorplan	39	-
4_1_cts	102	0.2132
6_report	102	0.2154
3_5_place_dp	97	0.2048
layer usage:
metal | vias to the layer above | GRT usage
li1 | 155 | -
met1 | 139 | 0.03375
met2 | 9 | 0.04173
met3 | 2 | 0.02273
met4 | 0 | 0.005282
met5 | - | 0
final cells by class:
cell class                      count  area share
Multi-Input combinational cell     15      0.1548
Tap cell                           46     0.07823
Timing Repair Buffer               16      0.1922
Clock buffer                        4     0.03571
Sequential cell                    19      0.5289
Inverter                            2     0.01020
kinds of logic (layout without fill, tap and decap cells):
kind of cell    count (synthesis)  count (layout)  share of synthesized area
compound gates                  2               2                    0.04048
flops                          19              19                     0.7238
fa+ha+maj                       1               1                    0.02381
xor+xnor                        1               1                    0.01667
mux                             1               1                    0.01905
simple gates                   10              10                     0.1166
buf+inv                         5              22                    0.05952
synth_stat cells:
master	count	area [µm²]
nor2b_1	4	25.02
buf_6	1	11.26
nor2_1	4	15.01
nor3b_2	1	12.51
inv_1	2	7.510
ha_1	1	12.51
dfxtp_1	19	380.4
buf_2	1	5.000
xnor2_1	1	8.760
and3b_1	1	8.760
a211oi_2	1	12.51
a211o_1	1	8.760
buf_4	1	7.510
mux2i_1	1	10.01
worst max-delay path by stage:
stage	from	end	cells past startpoint	slack, ns
after CTS	enable	en_h_o	1	0.005
after global routing	enable	en_h_o	1	0.004
final	dv[7]	dv_o	1	0.07
report_power, final:
part           total (mW)  switching, mW  internal, mW  leakage [nW]
logic              0.0827         0.0262        0.0565         0.119
clock network       0.325          0.185         0.141        0.0150
registers           0.742         0.0168         0.725         0.160
what timing repair did:
action / 4_1_cts / 5_1_grt
buffers inserted: 1 / 0
gates resized: 14 / 11
endpoints found under the setup margin: 9 / 8
Power is estimated from default activity; no workload was simulated.
