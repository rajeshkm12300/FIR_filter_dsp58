<file path="run.sh">
#!/bin/bash
# OpenROAD 26Q1-2900-gdf79404cd8, Yosys 0.63+post, stock flow scripts
make -C /OpenROAD-flow-scripts/flow DESIGN_CONFIG=/design/flow/config.mk WORK_HOME=/design/flow/orfs finish
</file>
<file path="config.mk">
export PLATFORM = sky130hd
export DESIGN_NAME = Parallel_FIR_Delay_Unit
export DESIGN_NICKNAME = Parallel_FIR_Delay_Unit
export VERILOG_FILES = /design/flow/design.v
export SDC_FILE = /design/flow/constraint.sdc
export NUM_CORES = 4
export LEC_CHECK = 1
export CORE_UTILIZATION = 30
</file>
<file path="constraint.sdc">
current_design Parallel_FIR_Delay_Unit

set clk_period 7.7
set clk_io_pct 0.2

create_clock -name clk0 -period $clk_period [get_ports {clk}]

set non_clock_inputs [all_inputs -no_clocks]
set_input_delay [expr $clk_period * $clk_io_pct] -clock clk0 $non_clock_inputs
set_output_delay [expr $clk_period * $clk_io_pct] -clock clk0 [all_outputs]
</file>
<file path="design.v">
`timescale 1ns / 1ps
module Parallel_FIR_Delay_Unit#(
parameter delay1=4, filter_length=16
)(
input clk,
output dsp58_delay,filter_delay,
output reg[5:0] starting_delay
    );
    integer count,temp;
    wire temp1;
    initial begin 
    count<=1;
    starting_delay<=0;
    temp<=0;
    end
    assign dsp58_delay=((temp>=delay1)&&(temp<(delay1+1)))?(1'b1):(1'b0);
    assign filter_delay=(count !=0)?((count > (filter_length))?(1'b1):(1'b0)):(0);
    always @(posedge clk) begin 
    if(~filter_delay)begin 
    temp<=0;
    end
    else 
    temp<=temp+1;
    end
    always @(posedge clk)begin
   if((starting_delay>=1)) begin
    count<=count+1;
    end
    if(starting_delay <7)
    starting_delay<=starting_delay + 1;
    end
endmodule
</file>
==> impl_metrics.sql <==
-- physical implementation figures
INSERT INTO impl_metrics (metric_group, metric, value, unit) VALUES
('run_status', 'outcome', 'finished, final reports clean', ''),
('setup_path', 'worstPathMaxFanout', '33', ''),
('yosys', 'ys_cells', '355', ''),
('setup_path', 'critPathSlowestCell', 'edfxtp_1', ''),
('place', 'dpl-instance-area', '3820', 'um^2'),
('final_timing', 'worst_slew_margin_rel', '0.408', ''),
('setup_path', 'cp_cell_sequence', 'nor4_1 -> nand4_1 -> o31ai_4 -> buf_4 -> inv_2 -> clkdlybuf4s50_1', ''),
('detailed_routing', 'route.detailed.drc', '0', ''),
('yosys', 'synth.cell_area', '3600', 'um^2'),
('power_and_ir_drop', 'power_frac_comb', '0', ''),
('hold_path', 'worstHoldStart', 'temp[26]$_SDFF_PN0_', ''),
('final_timing', 'min_period_over_period', '0.523', ''),
('cells_and_area', 'synthToLayoutAreaGrowth', '13.7', '%'),
('setup_path', 'cpLargestDelayFamily', 'buffers and inverters', ''),
('detailed_routing', 'ant_nets', '0', ''),
('setup_path', 'critical_path.endpoint_type', 'primary output', ''),
('job', 'drv_cap', '0', ''),
('cells_and_area', 'fin_area', '4100', 'um^2'),
('global_routing', 'via_count_of_the_first_global_routing_pass', '2391', ''),
('power_and_ir_drop', 'netSwitchingPower', '140', 'uW'),
('cts', 'insertion_delay', '0.33', 'ns'),
('cts', 'tritoncts', 'built', ''),
('detailed_routing', 'detail_route.antenna_diodes', '0', ''),
('cts', 'post-cts-setup-buffer-count', '0', ''),
('cts', 'cts_inserted_buffers', '9', ''),
('detailed_routing', 'count_of_tritonroute_iterations_in_the_first_routing_pass', '4', ''),
('final_timing', 'grt_setup_unrepaired', 'false', ''),
('final_timing', 'report.final.setup_viol', '0', ''),
('cts', 'cts-hold-fix-buffers', '0', ''),
('yosys', 'postSynthSeqShare', '0.494', ''),
('cts', 'clk_root_buffer_cell', 'clkbuf_16', ''),
('power_and_ir_drop', 'irDropWorstVdd', '99.1', 'uV'),
('final_timing', 'slew_viol_final', '0', ''),
('setup_path', 'worst_r2r_startpoint', 'count[1]$_DFFE_PP_', ''),
('detailed_routing', 'num_vias', '2590', ''),
('final_timing', 'clock.fmax', '248', 'MHz'),
('setup_path', 'required', '6.16', 'ns'),
('final_timing', 'final.setup.tns', '0', 'ns'),
('hold_path', 'class_of_the_tightest_hold_or_removal_check', 'reg2reg', ''),
('cts', 'clock_pin_slew_worst_setup_and_hold_paths', '0.05', 'ns'),
('cells_and_area', 'register_area', '1780', 'um^2'),
('yosys', 'yosys_warnings', '1', ''),
('power_and_ir_drop', 'power.share.sequential', '0.504', ''),
('job', 'tool_warnings', '29', ''),
('setup_path', 'startpoint', 'count[26]$_DFFE_PP_', ''),
('floorplanning', 'placement_rows', '39', ''),
('power_and_ir_drop', 'cellPowerDensity', '189', 'nW/um^2'),
('setup_path', 'path_buffers', '3', ''),
('cts', 'cts_htree_levels', '3', ''),
('floorplanning', 'die_width', '112', 'um'),
('floorplanning', 'die_h', '112', 'um'),
('detailed_routing', 'drtIter0Drc', '88', ''),
('global_routing', 'gr-total-overflow', '0', ''),
('place', 'place_congestion', '0.832', ''),
('power_and_ir_drop', 'total_leakage_power', '0.00151', 'uW'),
('floorplanning', 'dieArea', '12500', 'um^2'),
('place', 'io_buffers', '8', ''),
('power_and_ir_drop', 'power_frac_clock', '0.496', ''),
('cts', 'max-clock-path-buffers', '2', ''),
('cts', 'ctsResizeCount', '0', ''),
('yosys', 'avgSynthCellArea', '10.2', 'um^2'),
('floorplanning', 'ios', '9', ''),
('power_and_ir_drop', 'power.internal', '634', 'uW'),
('final_timing', 'min_period', '4.03', 'ns'),
('detailed_routing', 'wirelength', '6660', 'um'),
('yosys', 'yosysChipArea', '3600', 'um^2'),
('final_timing', 'finalClockSkew', '0.00781', 'ns'),
('global_routing', 'wire_length_of_the_first_global_routing_pass', '11400', 'um'),
('cells_and_area', 'logic_area', '1700', 'um^2'),
('floorplanning', 'coreArea', '11600', 'um^2'),
('yosys', 'syn_inst', '355', '');
-- cells by family (layout without fill, tap and decap cells) --
logic type / count (synthesis) / in the layout / share of synthesized area
compound gates: 34 / 34 / 0.0555
fa+ha+maj: 7 / 7 / 0.0243
simple gates: 165 / 165 / 0.270
buf+inv: 30 / 41 / 0.0368
flops: 70 / 70 / 0.494
xor+xnor: 49 / 49 / 0.119
-- final timing paths --
check | end | slack, ns | depth (start not counted)
setup reg to reg | count[22]$_DFFE_PP_ | 5.33 | 5
hold / removal | temp[26]$_SDFF_PN0_ | 0.49 | 2
hold reg to reg | temp[26]$_SDFF_PN0_ | 0.49 | 2
setup / recovery | filter_delay | 3.67 | 6
-- per-layer routing --
layer | part of all wire | global-route usage | vias up
met2 | 0.42 | 0.164 | 41
met3 | 0.039 | 0.0305 | 10
met4 | 0.015 | 0.0144 | 0
li1 | - | - | 1341
met5 | 0 | 0 | -
met1 | 0.52 | 0.180 | 1198
-- power groups by stage --
| stage | logic [uW] | registers, uW | clock network, uW |
|---|---|---|---|
| after CTS | 0.000669 | 390 | 395 |
| after global routing | 0.000669 | 390 | 409 |
| final | 0.000669 | 390 | 384 |
-- through the flow --
step	setup slack (ns)	utilization	hold slack (ns)	std cells	power [uW]
2_1_floorplan	4.60	-	0.449	355	398
3_3_place_gp	4.06	0.330	0.470	493	398
3_5_place_dp	4.05	0.330	0.481	493	398
4_1_cts	3.69	0.354	0.493	509	785
5_1_grt	3.51	0.354	0.513	509	799
6_report	3.67	0.354	0.487	509	774
-- layout make-up --
class / count / share of cell area
flip-flops and latches: 70 / 0.435
multi-input cells: 255 / 0.416
clock buffers: 15 / 0.0678
well taps: 143 / 0.0437
repair buffers: 10 / 0.0232
inverters: 15 / 0.0137
clock inverters: 1 / 0.00122
-- cells in the mapped netlist --
library cell	instances	area share
ha_1	7	0.024
o21ai_0	7	0.0097
edfxtp_1	38	0.32
or4b_1	1	0.0028
or4_4	1	0.0031
nor4_1	18	0.031
nand4_1	22	0.038
buf_6	1	0.0031
or3_1	8	0.014
nor2_1	26	0.027
and3_1	6	0.010
nand3_1	31	0.043
nand2_1	17	0.018
dfxtp_1	32	0.18
xnor2_1	28	0.068
a21boi_0	2	0.0042
xor2_1	21	0.051
nand4_2	1	0.0035
nand3_4	1	0.0049
or4_1	8	0.017
o31ai_1	9	0.019
inv_2	1	0.0010
clkbuf_1	4	0.0042
and2_1	1	0.0017
and4_1	7	0.017
or2_2	1	0.0017
a211oi_1	1	0.0021
nor4b_1	1	0.0024
buf_2	10	0.014
nand3_2	1	0.0028
inv_1	14	0.015
nor4_2	6	0.021
nor3_1	8	0.011
a21oi_1	15	0.021
-- worst reg2reg max path, cell delays in order (launching register included) --
cell and delay, ns:
edfxtp_1 0.40, ha_1 0.22, nand4_1 0.42, nor3_1 0.71
nand4_1 0.19, xnor2_1 0.17
-- state kept, by name (all words and copies together), names as in the netlist --
name            count
temp               32
starting_delay      6
count              32
-- placed cells by master, fill, tap and decap left out --
| master | count |
|---|---|
| nor4_1 | 18 |
| a211oi_1 | 1 |
| inv_1 | 14 |
| nand3_2 | 1 |
| ha_1 | 7 |
| or4_4 | 1 |
| or3_1 | 8 |
| edfxtp_1 | 38 |
| nand3_1 | 31 |
| or4_1 | 8 |
| nand2_1 | 17 |
| buf_4 | 2 |
| nor4b_1 | 1 |
| and3_1 | 6 |
| nor2_1 | 26 |
| a21boi_0 | 2 |
| clkinv_2 | 1 |
| clkdlybuf4s50_1 | 8 |
| clkbuf_1 | 3 |
| clkbuf_16 | 9 |
| clkbuf_8 | 3 |
| nand4_1 | 22 |
| and2_1 | 1 |
| or2_2 | 1 |
| dfxtp_1 | 32 |
| nor3_1 | 8 |
| nor4_2 | 6 |
| o21ai_0 | 7 |
| xnor2_1 | 28 |
| o31ai_1 | 8 |
| a21oi_1 | 15 |
| xor2_1 | 21 |
| nand4_2 | 1 |
| o31ai_4 | 1 |
| or4b_1 | 1 |
| and4_1 | 7 |
| inv_2 | 1 |
| nand3_4 | 1 |
Power figures rest on the tool's default switching activity, not on a simulated workload.
